## /design/flow/design.v

```verilog
module key_filter(
	clk,
	rst_n,
	key,
	key_stable,
	key_flag
);
input clk,rst_n,key;
output reg key_flag,key_stable;
reg [2:0]key_r;
wire po_key,ne_key;
always@ (posedge clk) 
	key_r <= {key_r[1:0],key};
assign po_key = ( key_r[1] && (!key_r[2]) );
assign ne_key = ( (!key_r[1]) && key_r[2]);
reg [14:0] cnt;
reg en_cnt;
always @(posedge clk) begin 
	if ( !rst_n ) begin 
		cnt <= 15'd0; end 
	else if ( (cnt == 15'h4e1f) ||(!en_cnt) ) begin
		cnt <= 15'd0; end 
	else if ( en_cnt )begin 
		cnt <= cnt + 1'b1; end  
end 
reg [1:0]state;
parameter IDLE  = 2'b00;
parameter W_LOW = 2'b01;
parameter W_HIG = 2'b11;
parameter S_HIG = 2'b10;
always @(posedge clk or negedge rst_n) begin
	if (!rst_n) begin
		key_flag <= 1'b1;
		state <= IDLE;
		en_cnt <= 1'b0; end 
	else begin 
		case (state) 
			IDLE: begin
				key_stable <= 1'b0;
				if (ne_key) begin 
					state <= W_LOW;
					en_cnt <= 1'b1;
				end
				else begin  
					state <= IDLE;
				end 
			end 
			W_LOW: begin
				if ( cnt >= 20_000-1 ) begin 
					en_cnt <= 1'b0;
					state <= W_HIG;
					key_stable <= 1'b1;
					key_flag <= 1'b0;
				end
				else begin  
					if (po_key) begin
						state <= IDLE;
						en_cnt <= 1'b0;
					end 
					else 
						state <= W_LOW; 
				end 
			end
			W_HIG: begin
				key_stable <= 1'b0;
				if (po_key) begin 
					state <= S_HIG;
					en_cnt <= 1'b1;
				end
				else begin  
					state <= W_HIG;
				end  
			end 
			S_HIG: begin
				if ( cnt >= 20_000-1 ) begin 
					en_cnt <= 1'b0;
					state <= IDLE;
					key_stable <= 1'b1;
					key_flag <= 1'b1;
				end
				else begin  
					if (ne_key) begin
						state <= W_HIG;
						en_cnt <= 1'b0;
					end 
					else begin  
						state <= S_HIG;
					end 
				end 
			end
			default: begin
				state <= IDLE; 
				key_flag <= 1'b1;
				en_cnt <= 1'b0;
			end 
		endcase
	end 
end 
endmodule 
`timescale 1us/1us
module led_func(
	clk,
	rst_n,
	flag_os,
	stable_os,
	flag_key,
	stable_key,
	led
);
input clk,rst_n,flag_os,flag_key;
input stable_os,stable_key;
output wire led;
reg [1:0]ledstate;
reg en_cnt,cnt_full;
reg flag,led_r;
parameter IDLE = 2'b00;
parameter KEY  = 2'b01;
parameter OS   = 2'b11;
always @(posedge clk or negedge rst_n) begin
	if( !rst_n ) begin 
		led_r <= 1'b0;
		flag <= 1'b0;
		en_cnt <= 1'b0;
		ledstate <= IDLE; end 
	else begin 
		case (ledstate) 
			IDLE: begin
				led_r <= led_r;
				if ( (!flag_key) && (stable_key) ) begin
					ledstate <= KEY;
				end 
				else begin  
					if ( (!flag_os) && (stable_os) && (!flag) )
						ledstate <= OS;
					else 
						ledstate <= IDLE;
				end 
			end 
			KEY: begin
				if(flag) begin 
					led_r <= 1'b1;
					flag <= ~flag;
					end 
				else begin
					led_r <= 1'b0;
					flag <= ~flag;
				end 
				ledstate <= IDLE;
			end 
			OS	: begin 
					en_cnt <= 1'b1;
					led_r <= 1'b1;
					if (cnt_full) begin
						en_cnt <= 1'b0;
						ledstate <= IDLE;
						led_r <= 1'b0;
					end
					else 
					ledstate <= OS;		
			end 
			default:begin
				en_cnt <= 1'b0;
				ledstate <= IDLE;
				led_r <= 1'b0;
				flag <= 1'b0;
			end
		endcase 
	end 
end 
reg [6:0] cnt_1,cnt_2,cnt_3;
always @(posedge clk or negedge rst_n) begin
	if (!rst_n) begin
		cnt_1 <= 7'h00; cnt_2 <= 7'h00; cnt_3 <= 7'h00; cnt_full <= 1'b0;end 
	else if (!en_cnt) begin
			cnt_1 <= 7'h00; cnt_2 <= 7'h00; cnt_3 <= 7'h00; cnt_full <= 1'b0; end 
		else if (cnt_1 < 7'h64) begin 
			cnt_1 <= cnt_1 + 1'b1; cnt_full <= 1'b0; end 
			else if (cnt_2 < 7'h64) begin
				cnt_1 <= 7'h00; cnt_2 <= cnt_2 + 1'b1; cnt_full <= 1'b0; end 
				else if (cnt_3 < 7'h69) begin
					cnt_1 <= 7'h00; cnt_2 <= 7'h00; cnt_3 <= cnt_3 + 1'b1; cnt_full <= 1'b0; end
					else begin
						cnt_full <= 1'b1; cnt_1 <= 7'h00; cnt_2 <= 7'h00; cnt_3 <= 7'h00; end 		
end 
assign led = (~led_r);
endmodule 
module led_top(
	clk,
	rst_n,
	key_os,
	key_key,
	led
);
input clk,rst_n,key_os,key_key;
output wire led;
wire clk,rst_n;
wire stable_os,stable_key;
key_filter filter_os(
	.clk		(clk),
	.rst_n		(rst_n),
	.key		(key_os),
	.key_stable	(stable_os),
	.key_flag	(flag_os)
);
key_filter filter_key(
	.clk		(clk),
	.rst_n		(rst_n),
	.key		(key_key),
	.key_stable	(stable_key),
	.key_flag	(flag_key)
);
led_func led_func(
	.clk			(clk),
	.rst_n		(rst_n),
	.flag_os		(flag_os),
	.stable_os	(stable_os),
	.flag_key	(flag_key),
	.stable_key	(stable_key),
	.led		(led)
);
endmodule 
```

## /design/flow/run.sh

```bash
#!/bin/bash
# OpenROAD 26Q1-2900-gdf79404cd8, Yosys 0.63+post, stock flow scripts
make -C /OpenROAD-flow-scripts/flow DESIGN_CONFIG=/design/flow/config.mk WORK_HOME=/design/flow/orfs finish
```

## /design/flow/config.mk

```make
export PLATFORM = sky130hd
export DESIGN_NAME = led_top
export DESIGN_NICKNAME = led_top
export VERILOG_FILES = /design/flow/design.v
export SDC_FILE = /design/flow/constraint.sdc
export NUM_CORES = 4
export LEC_CHECK = 1
export CORE_UTILIZATION = 40
```

## /design/flow/constraint.sdc

```tcl
current_design led_top

set clk_period 2.9
set clk_io_pct 0.2

create_clock -name clk0 -period $clk_period [get_ports {clk}]

set non_clock_inputs [all_inputs -no_clocks]
set_input_delay [expr $clk_period * $clk_io_pct] -clock clk0 $non_clock_inputs
set_output_delay [expr $clk_period * $clk_io_pct] -clock clk0 [all_outputs]
```

==> run notes <==
Implementation results are summarized by area below.

STA
For this run, the top clock speed supported by timing is 0.552 GHz. The final hold slack is ~0.25 ns. The number of slew-limit violations in the final report is 0.

The end-of-flow timing check tallies setup violations at 0. The period utilization is 62.5%. The summed negative setup slack over all endpoints is 0 ns.

The number of hold violations in the final report is 0. The relative slew slack is a little over half. Setup repair after global routing left no endpoint under its margin. For the final database, setup skew stands at 0.00882 ns.

The final critical delay including setup and external delays is 1.81 ns. The transition at the pin with the smallest max-transition slack is just under 0.7 ns.

Placement
The wire-length estimate of the detail-placed layout is roughly 4000 um. After its last routability iteration, the placer logged a weighted congestion of 0.888. Detailed placement reports a standard cell area of around 3700 um^2. Buffers placed on the I/O ports in this run total 4.

Detailed routing
The via-per-instance ratio is 5.25. The number of detailed-route iterations in the first pass is 4. The violation count after the first detailed-route iteration is 123. The DRC violation total left in the routed layout is recorded as 0. The count of nets left with antenna violations once routing finished came out at 0. The total via count after detailed routing is 2638.

The final wirelength is about 6000 um. The average routed wire per standard cell is 12.3 um. The routed design ends up with an antenna cell count of 0.

Synth
The share of synthesized area occupied by flip-flops and latches is 49.7%. The synthesized area divided by synthesized cell count is roughly 9.4 um^2. The synthesis log from Yosys contains 4 warnings. Counting flops with a built-in enable in the synthesized netlist gives 2.

The main logic family after synthesis is simple AND/OR/NAND/NOR gates. The tally of unique sky130hd cells used after synthesis is 57. Per the synthesis report, the adder-cell share of the synthesized area is under 10%. The portion of netlist area occupied by mux cells is 0%. After Yosys synthesis, XOR and XNOR cells account for 8.28% of the synthesized area. The yosys cell count is 384.

The synthesized-area fraction occupied by and/or/nand/nor cells is 23.6%. The prevailing post-synth register cell is sky130_fd_sc_hd__dfxtp_1. The chip area estimate from yosys synthesis is 3600 um^2. The cell area that synthesis handed to floorplanning was 3600 um^2. The top-area cell type share of the netlist area is 24.4%. By area the synthesized netlist is led by sky130_fd_sc_hd__dfrtp_1 24%, sky130_fd_sc_hd__dfxtp_1 20%, sky130_fd_sc_hd__xor2_1 7.3%. The cell type that accounts for the most area after synthesis is sky130_fd_sc_hd__dfrtp_1. The share of async-settable or async-resettable flops after synthesis is 51.3%.

The cell count after synthesis is 384. The synthesis stat section lists a flop and latch total of between 70 and 80. The post-synthesis share of cell area spent on and-or and or-and gates is 13.6%.

GRT
The global routing's busiest layer is met1. The via count of the first global-routing pass is 2488. The pin count of the biggest net entering global routing is 27. For this run, global-route usage on met2 was measured as 21.9%. The global-route wire length before repair is between 10000 and 15000 um. Summed over all routing layers, the global router reports a total usage of 14.5%. The initial antenna violation count came to 0. met1 track demand over resource after global routing is 23.1%. For met3 alone, demand over resource in global routing was between 2 and 2.5%. The total overflow left after global routing is 0.

Critical path
The critical path endpoint category is an output port. The critical register-to-register path endpoint is filter_os.cnt[2]. The startpoint class of the critical path is a register. The number of cells on the worst reg-to-reg path is 6.

For flop-to-flop paths, the worst setup slack is about 1.1 ns. The critical path is of the reg -> out type. STA lists the startpoint of the worst register-to-register path as filter_os.cnt[0]. The data arrival time of the critical path is 1.23 ns. In this run the worst path has a maximum fanout of 2. The OpenROAD report gives the critical path a required time of 2.32 ns.

Finish
The highest-count logic cell in the final layout is sky130_fd_sc_hd__nor2_1. The finished cells cover 3930 um^2. In the final layout, the fill cell count is around 800. In the layout the commonest cells are 49 x sky130_fd_sc_hd__nor2_1, 39 x sky130_fd_sc_hd__nand2_1, 36 x sky130_fd_sc_hd__dfxtp_1, 35 x sky130_fd_sc_hd__dfrtp_1, 30 x sky130_fd_sc_hd__xor2_1. The area growth from synthesis to layout is 9.19%. In the final layout, the share of cells above drive strength 1 is about 8.6%.

Clock tree
In this run, post-CTS hold repair placed 0 buffers. TritonCTS built the clock tree. The post-CTS repair timing setup buffer count is 0.

The clock reaches the later pin of the worst-skew pair after 0.35 ns. The clock passes through at most 2 buffers. The number of clock sinks seen by CTS is 78. The H-tree depth is 3. In the CTS report, the clock slew at the register clock pins of the worst setup and hold paths is listed as around 0.080 ns. The count of instances resized after the clock tree is built is 0. The CTS buffer count is 9. In this run the clock root is driven by a sky130_fd_sc_hd__clkbuf_8.

Flow run
Per the run summary, max-cap violations total 0. OpenROAD emitted warnings numbering 25.

Power
The switching share of power is between 20 and 25%. The sequential share of power is approximately 57%. The clock network fraction of total power is 40.3%.

The analysis attributes to net switching a power of between 400 and 500 uW. For this design the ratio of total power to cell area is 493 nW/um^2. The peak ir drop on the vdd network is between 0.0002 and 0.00025 V. In this run the static leakage power is about 1.6 nW.

Cell internal power was estimated by the tool at 1.50 mW. Combinational cells account for 2.5% of the total power.

Die
The area of the chip is 9370 um^2. The number of ports placed on the die boundary is 5. According to the floorplan report, the die height is 96.8 um. The site row count is 34. From left edge to right edge, the die measures between 90 and 100 um.

The area of the core is 8720 um^2. In the floorplan report the effective utilization is 41.2%.

Status
The flow ran to the end, and the final reports show no timing, DRC or antenna violations.

Hold path
The type of the most critical hold path is in -> async.
==> sequential cells by signal (all words and copies together) (netlist names), 3 cells and up <==
register / flops
filter_os.state: 4
led_func.cnt_2: 7
led_func.cnt_1: 7
filter_key.cnt: 15
filter_key.key_r: 3
filter_os.cnt: 15
filter_os.key_r: 3
filter_key.state: 4
led_func.ledstate: 3
led_func.cnt_3: 7
==> per-layer routing <==
layer  up-vias  part of all wire, %
met2        30                   44
met3         9                  2.7
met5         -                    0
met4         0                  1.5
li1       1361                    -
met1      1238                   52
==> power by group through the flow <==
stage / Combinational (mW) / Clock, mW / Sequential, mW
after CTS: 0.0503 / 0.820 / 1.11
final: 0.0484 / 0.781 / 1.11
after global routing: 0.0567 / 0.857 / 1.11
==> stage by stage <==
| step | setup WS [ns] | power (mW) | utilization [%] | instances |
|---|---|---|---|---|
| 6_report | 1.09 | 1.94 | 45.0 | 502 |
| 5_1_grt | 0.920 | 2.02 | 45.0 | 502 |
| 2_1_floorplan | 1.35 | 1.16 | - | 384 |
| 3_3_place_gp | 1.05 | 1.18 | 42.8 | 486 |
| 4_1_cts | 1.05 | 1.98 | 45.0 | 502 |
| 3_5_place_dp | 1.03 | 1.18 | 42.8 | 486 |
==> area by class of cell <==
class	instances	area [um^2]	area share, %
Timing Repair Buffer	7	57.6	1.47
Clock inverter	3	23.8	0.605
Tap cell	108	135	3.44
Multi-Input combinational cell	279	1700	43.3
Inverter	14	52.6	1.34
Sequential cell	78	1790	45.5
Clock buffer	13	170	4.33
==> worst max-delay path, cell delays in order, from the launching register on <==
cell and delay, ns:
sky130_fd_sc_hd__dfrtp_1 0.39, sky130_fd_sc_hd__inv_1 0.05, sky130_fd_sc_hd__clkdlybuf4s50_1 0.45
==> kinds of logic (layout without fill, tap and decap cells) <==
group                    Yosys count  in the layout
adder cells (fa/ha/maj)            5              5
AND-OR/OR-AND                     69             69
flip-flops                        78             78
AND/OR/NAND/NOR                  171            171
XOR/XNOR                          34             34
buffers and inverters             27             37
==> synthesized netlist by cell type (all sizes together) (3+ instances only) <==
cell	instances
clkbuf	7
o31ai	6
and4	3
a21oi	15
nand3	17
o211ai	3
a211o	3
o21ai	21
xor2	30
xnor2	4
nor2	50
dfrtp	35
dfxtp	36
a31oi	3
ha	5
and3	17
buf	6
inv	14
nor3	9
nand2	40
dfstp	5
nand4	15
nand2b	6
==> worst max-delay path by stage <==
stage,from,to,slack (ns),cells past startpoint
after CTS,led_func.led_r,led,1.05,2
after global routing,filter_os.cnt[0],filter_os.cnt[3],0.92,6
final,led_func.led_r,led,1.09,2
Power and IR drop assume default switching activity.
